`/design/flow/design.v`:
```
module lcd_driver (dataa, datab, result, clk, clk_en, start, reset, done, rs, rw, en, db);
	input [31:0] dataa;  
	input [31:0] datab;  
	input clk;
	input clk_en;
	input start;
	input reset;
	output reg [31:0] result;
	output reg done;
	output reg rs;   
	output rw;  
	output reg en;  
	output reg[7:0] db;  
	assign rw = 1'b0;
	reg [16:0] contador;
	localparam idle = 0, working = 1, finish = 2;
	reg [1:0] state;
	always @ (posedge clk) begin
		if (clk_en) begin
			case (state)
				idle:begin
					done <= 1'b0;
					if (start) begin
						en <= 1'b1;
						state <= working;
						contador <= 17'd0;
						rs <= dataa[0];
						db <= datab[7:0];
					end else begin
						state <= idle;
					end
				end
				working:begin
					done <= 1'b0;
					if (contador == 17'd100_000) begin
						state <= finish;
						en    <= 1'b0;
					end else begin
						state <= working;
						contador <= contador + 1'd1;
					end
				end
				finish:begin
					done <= 1'b1;
					result <= 1'b1;
					state <= idle;
				end
			endcase
		end
	end
endmodule
```
`/design/flow/run.sh`:
```
#!/bin/bash
# OpenROAD 26Q1-2900-gdf79404cd8, Yosys 0.63+post, stock flow scripts
make -C /OpenROAD-flow-scripts/flow DESIGN_CONFIG=/design/flow/config.mk WORK_HOME=/design/flow/orfs finish
```
`/design/flow/config.mk`:
```
export PLATFORM = sky130hd
export DESIGN_NAME = lcd_driver
export DESIGN_NICKNAME = lcd_driver
export VERILOG_FILES = /design/flow/design.v
export SDC_FILE = /design/flow/constraint.sdc
export NUM_CORES = 4
export LEC_CHECK = 1
export CORE_AREA = 10 10 98 98
export DIE_AREA = 0 0 108 108
```
`/design/flow/constraint.sdc`:
```
current_design lcd_driver

set clk_period 4.0
set clk_io_pct 0.2

create_clock -name clk0 -period $clk_period [get_ports {clk}]

set non_clock_inputs [all_inputs -no_clocks]
set_input_delay [expr $clk_period * $clk_io_pct] -clock clk0 $non_clock_inputs
set_output_delay [expr $clk_period * $clk_io_pct] -clock clk0 [all_outputs]
```
==> Slide: Implementation Results <==
Run Summary

Detailed routing
  • Drt total wl: 3.11 mm
  • Pre-antenna DRT Iters: 4
  • Detail Route Antenna Nets: 0
  • Vias per inst: 3.79
  • DRC: 0
  • Via count: about 1,100
  • Iteration-0 DRC Markers: 98
  • ANT cells: 0
  • Wire length per cell: 11.1 um

Synth
  • Most frequent cell after synthesis: buf_4
  • Mux share: 0.0187
  • Synth Area in XOR/XNOR: 0.0522
  • Yosys adder share: 0.0149
  • Top non-seq family: simple AND/OR/NAND/NOR gates
  • Number of cells in Yosys stat: ~150
  • Yosys reg bits: 31
  • Ys async rst share: 0
  • Distinct cell type count after synthesis: 34
  • Synth Area per Inst: about 11 um^2
  • Post-synth EDFFs: 28
  • Max-area cell share: 0.501
  • Post-synth top area cell: edfxtp_1
  • Top post-synthesis cells by count: buf_4 (33), edfxtp_1 (28), nor2_1 (12)
  • Main flop type: edfxtp_1
  • Post-Syn Instances: 150
  • Compound Share, Synth: 0.0388
  • Syn. warnings: 1
  • Mapped Area: between 0.0015 and 0.002 mm^2
  • Post-synth seq share: 0.537
  • Synth Area in Simple Gates: 0.170
  • Yosys stat chip area: between 0.0015 and 0.002 mm^2
  • Cell area leaders: edfxtp_1 (50%), buf_4 (15%), xor2_1 (3.7%), dfxtp_1 (3.6%), nor2_1 (2.7%)

Min path
  • Worst hold path class: flip-flop to flip-flop
  • Worst hold path depth: 0
  • Hold Crit Endpoint: done$_DFFE_PP_
  • Worst Hold Launch: state[1]$_DFF_P_

Worst setup path
  • CP max FO: 17
  • Terminus of the critical flop-to-flop path: contador[3]$_SDFFCE_PN0P_
  • WP buf/inv: 1
  • CP Launch Point: contador[13]$_SDFFCE_PN0P_
  • FF-to-FF path depth: 5
  • Top delay family on crit path: simple AND/OR/NAND/NOR gates
  • Crit-path slowest cell: or4_1
  • Arrival time at the worst endpoint: approximately 2.4 ns
  • Crit path cell chain: or4_1 -> nor4_1 -> and2_1 -> nor2_1 -> buf_4
  • Worst Path Required: about 4 ns
  • Worst setup SP type: flip-flop
  • R2R setup slack: between 1.5 and 2 ns
  • CP Capture Type: flip-flop
  • Setup CP Type: flip-flop to flip-flop
  • Max incr delay on CP: about 0.56 ns
  • Reg2reg start: contador[13]$_SDFFCE_PN0P_

Global route
  • First-pass GRT wire length: ~5.1 mm
  • Largest net degree at the start of global routing: 18
  • Initial antenna violation count: 0
  • GRT overflow: 0
  • Gr usage total: 0.0515
  • Vias in the first global route: between 1,000 and 1,500

Clocking
  • CTS Buf Count: 5
  • Root Buffer: clkbuf_8
  • Clk sinks: 31
  • H-tree levels: 2
  • Reg clk slew, reported paths: ~0.06 ns
  • CTS tree: done
  • CTS max path bufs: 2
  • CTS Hold Bufs: 0
  • Clk latency of the worst-skew pair: ~0.28 ns
  • CTS resizes: 0
  • Postcts setup bufs: 0

Final timing
  • Period utilization: 0.582
  • Slew headroom: 0.617
  • Final hold violations: 0
  • Slew @ Worst Pin: 0.569 ns
  • Hold_ws: ~0.50 ns
  • Clk_skew: about 0.0035 ns
  • Final setup violation count: 0
  • Period minus WS final: 2.33 ns
  • Max frequency: approximately 430 MHz
  • Setup TNS: 0 ns
  • RSZ-0062 raised after global routing: false
  • Max-slew violation count: 0

Placement
  • Hpwl dp: between 2 and 2.5 mm
  • Port bufs: 22
  • GPL Wtd Cong: around 0.8

Run
  • OpenROAD warning count: approximately 80
  • Max Cap Violations: 0

Power and ir drop
  • Total net switching power: 149 uW
  • Pwr Density: 336 mW/mm^2
  • Switch share: 0.224
  • Leak pwr: approximately 0.73 nW
  • Maximum VDD drop: 101 uV
  • Clock network fraction of design power: 0.344
  • Seq pwr share: 0.583
  • Gate power share: 0.072
  • Internal Power: ~510 uW

Floorplan
  • Vertical die size: about 110 um
  • CORE AREA: about 0.0076 mm^2
  • Site row count: 32
  • Die Wd: about 110 um
  • Fp util: 0.219
  • Chip area: between 0.01 and 0.015 mm^2
  • Io pins: around 110

Run status
  • Status: finished, final reports clean

Cells and area
  • Ratio of cells with drive above 1 in the final layout: 0.0621
  • Area delta synth->final: 17.7%
cell type report:
cell class,instances,area [um^2]
flip-flops and latches,31,901
inverters,5,18.8
clock buffers,6,72.6
well taps,102,128
repair buffers,23,228
multi-input cells,110,618
clock inverters,2,7.51
fillers,785,5670
cell usage in the layout, fill, tap and decap left out, drive strengths merged:
cell type	count
or4	3
nor3	1
nand2b	3
or2	1
o31a	1
nor2	12
or4b	1
dfxtp	3
and4	1
o21ai	3
clkdlybuf4s50	22
or3	3
nand4b	2
edfxtp	28
o211ai	1
xor2	7
nand3	5
nor4	3
inv	5
mux2	1
nand4	4
clkbuf	6
xnor2	3
a21oi	5
ha	2
conb	33
a22o	1
and3	1
buf	1
mux2i	2
clkinv	2
nand2	9
and2	2
routing by layer:
layer / GRT usage / part of all wire / up-vias
met5: 0 / 0 / -
met4: 0.00954 / 0.020 / 0
li1: - / - / 514
met1: 0.0761 / 0.47 / 498
met3: 0.0114 / 0.046 / 5
met2: 0.0772 / 0.47 / 41
cells by family (layout without fill, tap and decap cells):
kind of cell / Yosys count / count (layout)
and+or+nand+nor: 51 / 51
muxes: 3 / 3
xor gates and xnor gates: 10 / 10
other: 2 / 33
adders and majority gates: 2 / 2
AOI/OAI and AO/OA: 11 / 11
DFF: 31 / 31
buffers and inverters: 40 / 36
state kept, by name, summed over array words and instances (netlist names):
register  flops
done          1
contador     17
db            8
en            1
rs            1
state         3
through the flow:
stage	power (mW)	utilization	worst slack, ns	std cells	area [um^2]
finish	0.662	0.258	1.67	279	1970
global route	0.696	0.258	1.52	279	1970
CTS	0.672	0.258	1.64	279	1970
detailed placement	0.441	0.248	1.64	271	1890
global placement	0.441	0.248	1.70	271	1890
floorplan	0.439	-	1.87	181	1790
power groups by stage:
stage / Clock (mW) / Sequential [mW] / Combinational (mW)
CTS: 0.237 / 0.386 / 0.0493
global route: 0.251 / 0.388 / 0.0568
finish: 0.228 / 0.386 / 0.0479
worst max-delay path by stage:
stage / to / cells past startpoint
CTS: contador[11]$_SDFFCE_PN0P_ / 5
global route: contador[7]$_SDFFCE_PN0P_ / 5
finish: contador[3]$_SDFFCE_PN0P_ / 5
Power figures rest on the tool's default switching activity, not on a simulated workload.
